## design/flow/constraint.sdc

```tcl
current_design sign_extend

set clk_period 3.6
set clk_io_pct 0.2

create_clock -name clk0 -period $clk_period

set non_clock_inputs [all_inputs -no_clocks]
set_input_delay [expr $clk_period * $clk_io_pct] -clock clk0 $non_clock_inputs
set_output_delay [expr $clk_period * $clk_io_pct] -clock clk0 [all_outputs]
```

## design/flow/config.mk

```make
export PLATFORM = sky130hd
export DESIGN_NAME = sign_extend
export DESIGN_NICKNAME = sign_extend
export VERILOG_FILES = /design/flow/design.v
export SDC_FILE = /design/flow/constraint.sdc
export NUM_CORES = 4
export LEC_CHECK = 1
export CORE_AREA = 10 10 71 71
export DIE_AREA = 0 0 81 81
```

## design/flow/design.v

```verilog
module sign_extend(
    input       [63: 0]      in,
    input       [2 : 0] op_width,
    output  reg [63: 0]      out
);
    wire [63: 0] width_1;
    wire [63: 0] width_2;
    wire [63: 0] width_4;
    assign width_1 = in & 64'hff;
    assign width_2 = in & 64'hffff;
    assign width_4 = in & 64'hffffffff;
    always@ (*) begin
        case (op_width)
            3'd4:    out = { {56{width_1[ 7]}}, width_1[7 : 0] };
            3'd5:    out = { {48{width_2[15]}}, width_2[15: 0] };
            3'd6:    out = { {32{width_4[31]}}, width_4[31: 0] };
            3'd7:    out = in;
            default:            out = in;
        endcase
    end
    reg [63: 0] __unused_ = width_1 & width_2 & width_4;
endmodule
```

## design/flow/run.sh

```bash
#!/bin/bash
# OpenROAD 26Q1-2900-gdf79404cd8, Yosys 0.63+post, stock flow scripts
make -C /OpenROAD-flow-scripts/flow DESIGN_CONFIG=/design/flow/config.mk WORK_HOME=/design/flow/orfs finish
```

==> results.json <==
{
  "warning_count": 33,
  "drt-initial-drc-count": 45,
  "syn-cell-area_mm2": 0.00128,
  "fp-utilization_pct": 35.2,
  "io_buffers": 117,
  "ys_types": 20,
  "power_switching_mw": 0.104,
  "wl_per_cell_um": 16.2,
  "grt.total_usage_pct": 14.0,
  "pwr-share-comb_pct": 100.0,
  "die_area_mm2": 0.00656,
  "final_cells": 302,
  "core-area_mm2": 0.00363,
  "antenna_found_initial": 0,
  "timing.final.crit_share_pct": 93.3,
  "grt_max_degree": 33,
  "antenna_left": 0,
  "seqPwrFrac_pct": 0,
  "num_antenna_cells": 0,
  "drt_pass1_iterations": 4,
  "grt_overflow": 0,
  "row_count": 22,
  "io_pins": 131,
  "min_path_type": "in -> out",
  "viasPerCell": 5.00,
  "synth_area_leader_cell": "a221oi_2",
  "dp_hpwl_um": 3900,
  "fin_tns_setup_ns": 0,
  "ys_seq_share_pct": 0,
  "drv_slew": 0,
  "final_cell_mix": "117 x clkdlybuf4s50_1, 32 x inv_1, 30 x a221oi_2, 30 x o21ai_1, 24 x a21o_1",
  "top_cell_area_share_pct": 35.3,
  "grt_pass1_wl_um": 7730,
  "layout_top_cell": "clkdlybuf4s50_1",
  "cts_setup_buffers": 0,
  "p_leak_nw": 1.03,
  "totalWireLength_um": 4900,
  "relSlewSlack_pct": 65.9,
  "clock_buffers": 0,
  "globalplace.congestion": 0.741,
  "setup_viol": 0,
  "layout-drive-gt1-share_pct": 17.3,
  "ys_area_mm2": 0.00128,
  "intPower_mw": 0.219,
  "fmax_mhz": 298,
  "areaGrowthSynthToFinish_pct": 83.6,
  "ys_cells": 158,
  "die_y_um": 81,
  "synthTopCellsByArea": "a221oi_2 35%, a21o_1 14%, o21ai_1 12%",
  "holdWs_ns": 1.44,
  "powerDensity_mw_per_mm2": 138,
  "worst_slew_pin_slew_ns": 0.511,
  "place_inst": 302,
  "grt_pass1_vias": 1517,
  "crit_fanout": 32,
  "fin_crit_ns": 3.36,
  "p_total_mw": 0.323,
  "worst_ir_drop_vdd_v": 0.0000770,
  "p_sw_share_pct": 32.3,
  "hold_violations": 0,
  "endpoint_kind": "primary output",
  "yosysWarnings": 1,
  "synth_cells": 158,
  "start_kind": "input port",
  "critPathKind": "in -> out",
  "num_vias": 1510,
  "seq_area_um2": 0,
  "drc": 0,
  "syn_area_per_cell_um2": 8.09,
  "drv_cap": 0,
  "clock_power_share_pct": 0,
  "critPathArrivalTime_ns": 2.64,
  "required_ns": 2.88,
  "flop-count": 0,
  "rsz0062_at_grt": "no",
  "status": "finished, final reports clean",
  "n_fill_cell": 291,
  "die_x_um": 81
}
==> stage by stage <==
stage	worst slack, ns	util [%]	area (um^2)
2_1_floorplan	1.41	-	1280
3_3_place_gp	0.101	64.5	2340
3_5_place_dp	0.0789	64.5	2340
4_1_cts	0.0658	64.5	2340
5_1_grt	0.0763	64.6	2350
6_report	0.243	64.6	2350
==> synth_stat cells (2+ instances only) <==
cell and n:
a221oi_2 30, dlygate4sd1_1 2, o21ai_0 2, a21o_1 24, a221oi_1 2, buf_2 2
inv_1 32, buf_4 12, o21ai_1 30, buf_6 12
==> power by group through the flow <==
stage         Combinational, mW  Clock (mW)  Sequential, mW
finish                    0.323           0               0
global route              0.354           0               0
CTS                       0.328           0               0
==> repair_timing <==
| item | CTS | global route |
|---|---|---|
| hold buffers | 0 | 0 |
| resized | 0 | 1 |
| endpoints found under the setup margin | 0 | 3 |
==> logic make-up (layout without fill, tap and decap cells) <==
kind of cell | Yosys count | in the layout | share of synthesized area, %
buffers and inverters | 61 | 157 | 29.5
AND/OR/NAND/NOR | 7 | 7 | 5.29
AND-OR/OR-AND | 88 | 88 | 63.3
multiplexers | 2 | 2 | 1.96
==> final cells by class <==
| type | count | area (um^2) | area share (%) |
|---|---|---|---|
| inverter | 32 | 120 | 5.12 |
| multi-input combinational | 97 | 910 | 38.8 |
| timing repair buffer | 125 | 1260 | 53.5 |
| tap | 48 | 60.1 | 2.56 |
==> worst paths after layout <==
path,start,end,cells after the start
max,op_width[1],out[53],5
min,in[0],out[0],0
==> layer usage <==
layer	part of all wire (%)	vias to the layer above	GRT usage (%)
met5	0	-	0
met1	42	666	17.9
met3	14	0	7.68
met2	44	73	21.7
met4	0	0	0.173
li1	-	771	-
==> worst max-delay path: stages <==
cell and delay [ns]:
clkdlybuf4s50_1 0.53, mux2_4 0.52, a221oi_1 0.31, o21ai_0 0.12, clkdlybuf4s50_1 0.43
Power is estimated from default activity; no workload was simulated.
