--- design/flow/design.v ---
module ALU_in2_mux (
    input       [63: 0]      reg_read2,
    input       [63: 0]      simm,
    input       [1 : 0]  sel,
	output  reg [63: 0]      ALU_in2      
);
    always @(*) begin
        case(sel)
            2'd1:  ALU_in2 = simm;
            2'd2:     ALU_in2 = 64'd4;
            2'd0:   ALU_in2 = reg_read2;
            default:        ALU_in2 = reg_read2;
        endcase
    end
endmodule
--- design/flow/config.mk ---
export PLATFORM = sky130hd
export DESIGN_NAME = ALU_in2_mux
export DESIGN_NICKNAME = ALU_in2_mux
export VERILOG_FILES = /design/flow/design.v
export SDC_FILE = /design/flow/constraint.sdc
export NUM_CORES = 4
export LEC_CHECK = 1
export CORE_AREA = 10 10 87 87
export DIE_AREA = 0 0 97 97
--- design/flow/constraint.sdc ---
current_design ALU_in2_mux

set clk_period 9.2
set clk_io_pct 0.2

create_clock -name clk0 -period $clk_period

set non_clock_inputs [all_inputs -no_clocks]
set_input_delay [expr $clk_period * $clk_io_pct] -clock clk0 $non_clock_inputs
set_output_delay [expr $clk_period * $clk_io_pct] -clock clk0 [all_outputs]
--- design/flow/run.sh ---
#!/bin/bash
# OpenROAD 26Q1-2900-gdf79404cd8, Yosys 0.63+post, stock flow scripts
make -C /OpenROAD-flow-scripts/flow DESIGN_CONFIG=/design/flow/config.mk WORK_HOME=/design/flow/orfs finish
==> run notes <==
flow finished, numbers: Avg WL per Cell roughly 18 um, Top-area cell share about 75%, total chip power 146.9 uW, Top Ports ~190, Largest logic family AND-OR/OR-AND gates, Flop area 0 um^2, Log Warnings 33, pin count of the biggest net entering global routing around 70, Seq cells 0, RSZ-0062 raised after global routing false, fin. max-slew vios 0, number of global-route vias before repair between 1.5k and 2k, Hold Fails Final Rpt 0, Pwr Density roughly 55 mW/mm^2, aoi/oai-family share of the synthesized area a little under 80%, static leakage roughly 0.001 uW, Mapped Cells 87, count leader, synth a22o_1, Mux area share 0%, Post-Synth XOR/XNOR Area 0%, first-pass GRT wire length ~9500 um, Antenna Nets Post-Route 0, CORE AREA about 0.0056 mm^2, post-CTS setup buffer count 0, hold buffers post-CTS 0, Tmin final about 6.5 ns, Cell area leaders a22o_1 (75%), buf_6 (11%), ha_1 (3.4%), Cell Count, Final, Fillers Out 341, DR iter-0 viols between 50 and 60, HP Class input port to output pin, Detailed Place HPWL roughly 5400 um, Die ar. approximately 0.0094 mm^2, antenna fix cells 0, initial antenna violation count 0, Yosys cell types 12, Adder Area Share 3.442%, CP max stage cell buf_4, CP Data Required Time between 7 and 8 ns, CP Capture Type output pin, PortBufs 194, post-synth top area cell a22o_1, row cnt 27, global placer's final weighted congestion roughly 0.8, Via density approximately 4.3, setup TNS 0 ns, Total GRT Usage ~12%, Remaining Overflow, GRT 0, Hold Slack 4.600 ns, yosys stat chip area a little over 700 um^2, Crit Path Class input port to output pin, clock buffers 0, # DRC 0, fmax 153.9 MHz, status finished clean, Worst path max stage delay around 0.50 ns, worst-path fanout max 67, final setup vio count 0, Simple-Gate Fraction of Synth Area 2.238%, Post-Route WL between 6000 and 7000 um, syn avg cell area about 8.4 um^2, Setup crit start kind input port, period utilisation layout 70.65%, fin util a little under half, layout cell share with drive strength beyond 1 under 10%, crit path buf inv count 5, Slew @ Worst Pin approximately 0.69 ns, vias between 1k and 1.5k, crit-path leading delay family buffers and inverters, synthesized area just over 700 um^2, Syn-to-layout area delta 267.0%, Maximum Capacitance Violations 0, Slew headroom 53.99%, Post-synth top cells a22o_1 (62), buf_6 (7), buf_2 (4), Chip Height approximately 97 um, yosys warning tally 1, CP Cell Sequence clkdlybuf4s50_1 -> inv_1 -> ha_2 -> buf_4 -> nor2b_4 -> buf_4 -> a22o_1 -> clkdlybuf4s50_1, post-CTS sizing 0, fp_density 12.89%, register area share after synthesis 0%, Inst Count DP around 340, die width between 90 and 100 um, VDD IR max about 0.000027 V, crit path DAT 4.66 ns, yosys cell count about 87, Initial DRT Pass Iterations 3
-- path summary, 6_finish.rpt --
kind | cells past startpoint | slack, ns | endpoint | from
worst max-delay path | 8 | 2.70 | ALU_in2[1] | sel[0]
worst min-delay path | 4 | 4.60 | ALU_in2[2] | reg_read2[2]
-- layer usage --
metal  vias up  GRT usage, %  part of all wire, %
met5         -             0                    0
met3         0         5.731                   12
li1        738             -                    -
met4         0             0                    0
met1       628         13.05                   38
met2       100         21.93                   51
-- cells in the final DEF, fill, tap and decap left out --
| cell type | n |
|---|---|
| clkdlybuf4s50_1 | 194 |
| a22o_1 | 62 |
| inv_1 | 3 |
| nand2_1 | 2 |
| buf_4 | 2 |
| o21ai_1 | 1 |
| nor2b_4 | 1 |
| a211oi_1 | 1 |
| a21oi_1 | 1 |
| ha_2 | 1 |
| ha_1 | 1 |
-- layout make-up --
| cell class | instances | area, um^2 |
|---|---|---|
| fill | 576 | 2974 |
| timing repair buffer | 196 | 1957 |
| multi-input combinational | 70 | 609.3 |
| tap | 72 | 90.09 |
| inverter | 3 | 11.26 |
-- cell families after synthesis --
| logic type | after synthesis |
|---|---|
| AND-OR/OR-AND | 65 |
| adder cells (fa/ha/maj) | 2 |
| buffers and inverters | 17 |
| AND/OR/NAND/NOR | 3 |
-- stage by stage --
step	area, um^2	setup slack [ns]
2_1_floorplan	726.9	4.663
3_3_place_gp	2668	2.669
3_5_place_dp	2668	2.657
4_1_cts	2668	2.647
5_1_grt	2668	2.560
6_report	2668	2.700
-- where the power goes --
part	switching (uW)	internal [uW]
sequential	0	0
clock	0	0
combinational	34.1	113
total	34.1	113
Power and IR drop assume default switching activity.
