**flow/design.v**
```verilog
module ALU_in1_mux (
    input       [63: 0]  reg_read1,
    input       [63: 0]  pc,
    input                   sel,
	output  reg [63: 0]  ALU_in1      
);
    always @(*) begin
        case(sel)
            1'd0:   ALU_in1 = reg_read1;
            1'd1:    ALU_in1 = pc;
            default:        ALU_in1 = reg_read1;
        endcase
    end
endmodule
```
**flow/run.sh**
```bash
#!/bin/bash
# OpenROAD 26Q1-2900-gdf79404cd8, Yosys 0.63+post, stock flow scripts
make -C /OpenROAD-flow-scripts/flow DESIGN_CONFIG=/design/flow/config.mk WORK_HOME=/design/flow/orfs finish
```
**flow/config.mk**
```make
export PLATFORM = sky130hd
export DESIGN_NAME = ALU_in1_mux
export DESIGN_NICKNAME = ALU_in1_mux
export VERILOG_FILES = /design/flow/design.v
export SDC_FILE = /design/flow/constraint.sdc
export NUM_CORES = 4
export LEC_CHECK = 1
export CORE_AREA = 10 10 84 84
export DIE_AREA = 0 0 94 94
```
**flow/constraint.sdc**
```tcl
current_design ALU_in1_mux

set clk_period 1.0
set clk_io_pct 0.2

create_clock -name clk0 -period $clk_period

set non_clock_inputs [all_inputs -no_clocks]
set_input_delay [expr $clk_period * $clk_io_pct] -clock clk0 $non_clock_inputs
set_output_delay [expr $clk_period * $clk_io_pct] -clock clk0 [all_outputs]
```
==> out/results.ini <==
[final_timing]
rsz0062_at_grt = yes
clock.fmax_ghz = 0.829
setup_tns_ns = -6.77
timing.final.hold_violations = 0
fin_ws_ns = -0.207
fin_crit_sh = 1.21
worst_slew_pin_slew_ns = 0.0896
drv_slew = 0
period_needed_ns = 1.21
slew-limit-headroom = 0.940
setup_viol = 64

[global_routing]
track_usage = 0.135
grt_max_degree = 14
antenna_found_initial = 0
grt_pass1_vias = 1495
grt_remaining_overflow = 0
grt_pass1_wl_um = 9110

[placed_design]
gp_congestion = 0.845
portBuffers = 193
dpl-instance-area_mm2 = 0.00305
dpl.hpwl_um = 6160
dp_cells = 332

[synth]
yosysUniqueCellTypes = 4
syn-mean-instance-area_um2 = 15.2
netlist.area_leader.share = 0.836
synthTopCellsByCount = mux2_4 (60), buf_12 (6), mux2_2 (4), buf_6 (1)
synth_area_leader_cell = mux2_4
seq_area_frac_synth = 0
synthCells = 71
yosysWarningCount = 1
syn_area_mm2 = 0.00108
ys_cells = 71
top_cell = mux2_4
topCellsByArea = mux2_4 (84%), buf_12 (11%), mux2_2 (4.2%)
ys_chip_area_mm2 = 0.00108

[worst_hold_path]
hold_path_startpoint = reg_read1[8]
hold_path_depth = 3
hold_path_class = in2out
hold_end = ALU_in1[8]

[setup_path]
crit_type = in2out
worstSetupEndpointType = output pin
cpPeakStageDelay_ns = 0.30
arrival_ns = 1.01
cp_cell_sequence = buf_16 -> buf_12 -> buf_8 -> mux2_4 -> buf_6
critPathMaxFanout = 6
cp_top_family = buffers and inverters
crit_buf_inv = 4
start_kind = input pin
crit_slowest_cell = mux2_4
required_ns = 0.80

[flow_run]
warning_count = 35
drv_cap = 0

[final_layout]
utilization = 0.598
num-fill-cells = 476
flop-count = 0
clock_buffers = 0
instances_no_fill = 341
comb_area_um2 = 950
stdcell_area_mm2 = 0.00311
drive_above_1_share = 0.528
syn2layout_area_growth_pct = 189
regArea_um2 = 0

[floorplan]
core_mm2 = 0.00520
ios = 193
row_count = 26
dieArea_mm2 = 0.00884
fp.dieW_um = 94
chipHeight_um = 94
fp_util = 0.207

[routing]
wire_per_inst_um = 20.2
diodes = 0
via_per_inst = 4.03
antenna_left = 0
drt_first_pass_iters = 3
wl_um = 6900
drc = 0
drt_iter0_drc = 18
dr_total_vias = 1375

[run_status]
violations = negative setup slack
outcome = finished, violations left

[pwr]
powerDensity_mw_per_mm2 = 405
total_power_mw = 1.26
ir_drop_mv = 0.169
power.leakage_nw = 1.68

[clocking]
cts_hold_buf = 0

-- how the worst max path moves through the flow --
stage,start,to,cells past startpoint
5_1_grt,sel,ALU_in1[10],5
4_1_cts,sel,ALU_in1[10],5
6_report,sel,ALU_in1[10],5
-- cell usage in the layout (no fill, tap or decap) --
cell type        count
dlygate4sd2_1      111
mux2_4              61
buf_6               45
buf_2               19
clkdlybuf4s50_1     16
buf_12               6
clkbuf_16            5
mux2_2               3
buf_16               2
buf_8                2
dlymetal6s2s_1       1
-- what timing repair did --
item / 4_1_cts / 5_1_grt
buffers inserted: 2 / 1
setup endpoints to repair: 64 / 64
endpoints found under the hold margin: 0 / 0
gates resized: 363 / 9
gates cloned: 2 / 5
-- kinds of logic (layout without fill, tap and decap cells) --
logic type / after synthesis / after routing / synth area share
buffers and inverters: 7 / 207 / 0.122
muxes: 64 / 64 / 0.878
-- area by class of cell --
cell class,count,area share
well taps,70,0.0281
multi-input cells,64,0.305
repair buffers,207,0.667
-- power by group --
group	switching, mW	internal, mW	total [mW]	leakage (nW)
logic	0.290	0.972	1.26	1.68
registers	0	0	0	0
clock network	0	0	0	0
total	0.290	0.972	1.26	1.68
-- layer usage --
layer | routed length (um) | track usage
met2 | 4030 | 0.276
met5 | 0 | 0
met4 | 0 | 0
met1 | 2230 | 0.130
met3 | 647 | 0.0509
-- per-stage QoR --
| step | hold slack (ns) | setup WS [ns] |
|---|---|---|
| floorplan | 0.498 | 0.00255 |
| global placement | 1.35 | -0.531 |
| detailed placement | 1.35 | -0.531 |
| CTS | 0.799 | -0.221 |
| global route | 0.746 | -0.227 |
| finish | 0.720 | -0.207 |
No activity file was given, so power comes from the tool's default toggle rates.
